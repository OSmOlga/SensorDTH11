--- /design/flow/design.v ---
`timescale 1ns / 1ps
module TM1638_fsm(clk, rst, clk1, dio, stb, temp1, temp2, hum1, hum2);
input logic clk, rst;
input logic [7:0] temp1, temp2, hum1, hum2;
output logic stb;
output logic dio;
output logic clk1;
logic [7:0] cnt;
logic clk_2u;
logic rst_2u;
logic [2:0] tmp;
always_ff @(posedge clk)
    begin
        if (rst)
            begin
                cnt <= 8'd0;
                clk_2u <= 1'd0;
                rst_2u <= 1'd1;
                tmp <= 3'd0;
            end
        else
                cnt <= cnt + 8'd1;
        if (cnt == 8'd199)
            begin
                clk_2u <= ~clk_2u;
                cnt <= 8'd0;
                tmp <= tmp + 3'd1;
            end
        if (tmp == 3'd2)
            rst_2u <= 1'd0;    
    end
logic [15:0] i;
enum logic [2:0]
{
    Init,
    Set_cmd1,
    Set_cmd2,
    Set_data,
    Set_cmd3,
    Done
}
state, new_state;  
logic [2:0] p;
always_ff @(posedge clk_2u)
    begin
        case(state)
            Init:                       new_state <= Set_cmd1;
            Set_cmd1:
                if (p == 3'd1)         new_state <= Set_cmd2;
            Set_cmd2:
                if (p == 3'd2)         new_state <= Set_data;
            Set_data:
                if (p == 3'd3)        new_state <= Set_cmd3;
            Set_cmd3:
                if (p == 3'd4)         new_state <= Done;
            Done:
                if (p == 3'd5)          new_state <= Init;
        endcase
    end
always_ff @(posedge clk_2u)
    begin
        case(state)
            Init:
                begin
                                                    stb <= 1'd1;
                                                    clk1 <= 1'd1;
                                                    i <= 16'd0;
                                                    p <= 3'd0;
                end
            Set_cmd1:
                begin
                                                    stb <= 1'd0;
                                                    i <= i + 16'd1;
                    if (i > 16'd0 && i < 16'd17)
                                                    clk1 <= ~clk1;
                    if (i == 16'd17)
                        begin
                                                    stb <= 1'd1;
                                                    i <= 16'd0;
                                                    p <= 3'd1;
                        end          
                end
            Set_cmd2:
                begin
                                                    i <= i + 16'd1;
                    if (i > 16'd0)            
                                                    stb <= 1'd0;
                    if (i > 16'd0 && i < 16'd17)
                                                    clk1 <= ~clk1;
                    if (i == 16'd17)
                        begin
                                                    i <= 16'd0;
                                                    p <= 3'd2;
                        end
                end
            Set_data:
                begin
                                                    stb <= 1'd0;
                                                    i <= i + 16'd1;
                    if (i>16'd0 && i < 16'd257)
                                                    clk1 <= ~clk1;
                    if (i == 16'd257)
                        begin
                                                    stb <= 1'd1;
                                                    i <= 16'd0;
                                                    p <= 3'd3;
                        end
                end
            Set_cmd3:
                begin
                                                    i <= i + 16'd1;
                    if (i > 16'd0)      
                                                    stb <= 1'd0;
                    if (i > 16'd1 && i < 16'd17)
                                                    clk1 <= ~clk1;
                    if (i == 16'd1)
                                                    stb <= 1'd1;
                    if (i == 16'd17)
                        begin
                                                    i <= 16'd0;
                                                    p <= 3'd4;
                                                    stb <= 1'd1;
                        end
                end
            Done:
                begin
                                                    i <= i + 16'd1;
                                                    stb <= 1'd1;
                    if (i == 16'd65534)
                        begin
                                                    i <= 16'd0;
                                                    p <= 3'd5;
                        end           
                end
        endcase
    end
logic [7:0] index;
logic tmp_d;
always_ff @(posedge clk_2u or posedge rst)
    if (rst)
        tmp_d <= 1'd0;
    else
        if(p == 3'd5)
            tmp_d <= 1'd1;
        else tmp_d <= 1'd0;
localparam [7:0]
cmd1 = 8'b0000_0010,
cmd3 = 8'b1111_0001;
localparam [0:7]
cmd2 = 8'b0000_0011;
logic [0:7] data_t = 8'b0001_1110;
logic [0:7] data = 8'b0001_0000;
logic [0:7] data_h = 8'b0010_1110;
logic [0:151] data_buff;
logic [7:0] d_s;
always_ff @(posedge tmp_d or posedge rst)
    if (rst)
        begin
            d_s <= 8'd1;
            data_buff <= 152'd0;
        end
    else
        begin
            d_s <= {d_s[6:0], d_s[7]};
            data_buff <= {cmd1, cmd2, data_t, {8{d_s[0]}}, data, {8{d_s[1]}}, temp1, {8{d_s[2]}}, temp2, {8{d_s[3]}}, data_h, {8{d_s[4]}}, data, {8{d_s[5]}}, hum1, {8{d_s[6]}}, hum2, {8{d_s[7]}}, cmd3};
        end  
always_ff @(negedge clk1 or posedge rst)
        if (rst)
            begin
                                                    dio <= 1'd0;
                                                    index <= 8'd0;
            end
        else
            begin
                                                     dio <= data_buff[index];
                                                     index <= index + 8'd1;
              if (index == 8'd151)
                                                     index <= 8'd0;                        
            end
always_ff @(posedge clk_2u)
    if (rst_2u)
            state <= Init; 
    else
        state <= new_state;
endmodule
--- /design/flow/run.sh ---
#!/bin/bash
# OpenROAD 26Q1-2900-gdf79404cd8, Yosys 0.63+post, stock flow scripts
make -C /OpenROAD-flow-scripts/flow DESIGN_CONFIG=/design/flow/config.mk WORK_HOME=/design/flow/orfs finish
--- /design/flow/config.mk ---
export PLATFORM = sky130hd
export DESIGN_NAME = TM1638_fsm
export DESIGN_NICKNAME = TM1638_fsm
export VERILOG_FILES = /design/flow/design.v
export SDC_FILE = /design/flow/constraint.sdc
export NUM_CORES = 4
export LEC_CHECK = 1
export CORE_UTILIZATION = 50
--- /design/flow/constraint.sdc ---
current_design TM1638_fsm

set clk_period 1.7
set clk_io_pct 0.2

create_clock -name clk0 -period $clk_period [get_ports {clk}]

set non_clock_inputs [all_inputs -no_clocks]
set_input_delay [expr $clk_period * $clk_io_pct] -clock clk0 $non_clock_inputs
set_output_delay [expr $clk_period * $clk_io_pct] -clock clk0 [all_outputs]
==> flow_summary_export.csv <==
group,metric,value,unit
layout,fillers,756,
layout,regArea,0.00239,mm²
route,vias_per_cell,5.74,
synth,adder_share,3.25,%
critical_path,end_kind,"flop",
floorplan,fp-utilization,51.8,%
critical_path,critPathLaunchType,"flop",
status,status,"complete, no violations",
sta,fin_crit,1.55,ns
pwr,finalPower,0.000857,W
clock_tree,cts-buffers-inserted,3,
sta,relSlewSlack,50.7,%
synth,synth_chip_area,0.00454,mm²
route,final_antenna_net_count,0,
route,vias,3118,
sta,drv_slew,0,
route,drc,0,
synth,yosys-stat-cells,415,
layout,lay_top_cells,"dfrtp_1 (42), clkdlybuf4s50_1 (36), nor2_1 (35)",
route,drt_first_iter_violations,117,
global_route,grt.total_usage,19.3,%
sta,max_freq,0.645,GHz
synth,synthesis.instances,415,
place,portBuffers,36,
layout,fin_cells,543,
route,avgRoutedWirePerCell,15.2,µm
synth,netlist_area,0.00454,mm²
flow_run,max_cap_violations,0,
synth,ys_seq_share,52.7,%
critical_path,cpMaxStageDelayCell,"or4_1",
critical_path,ff2ff_setup_slack,0.15,ns
sta,setup-violations-final,0,
critical_path,timing.critical_path.cells,"ha_1 -> nand4_1 -> or4_1 -> buf_4 -> and3_1",
critical_path,crit_type,"reg -> reg",
critical_path,critPathCapture,"cnt[1]",
floorplan,dieWidth,97.3,µm
synth,edf_count,25,
synth,synthFlopType,"dfrtp_1",
synth,synth_cell_types,69,
worst_hold_path,holdPathStages,1,
floorplan,dieArea,0.00947,mm²
clock_tree,insertion_delay,0.24,ns
sta,skew,0.00518,ns
clock_tree,clk_pin_slew,0.05,ns
critical_path,cp_max_fo,5,
floorplan,row_count,34,
global_route,use_met3,1.76,%
worst_hold_path,holdCritPathClass,"reg -> reg",
route,drt-total-wl,8.23,mm
global_route,grt_max_degree,53,
route,dr.pass1.iters,5,
sta,untimed_endpoints,104,
place,gp_congestion,0.943,
layout,final_core_util,57.0,%
layout,areaGrowthSynthToFinish,10.1,%
place,dp_hpwl,6.09,mm
flow_run,warning_count,31,
synth,top_area_share,23.1,%
clock_tree,cts_max_level,1,
sta,worst_pin_slew,0.739,ns
pwr,total_leakage_power,1.89,nW
clock_tree,clk_path_buf_depth,2,
synth,synthArstFlopShare,55.3,%
synth,synthTopCellsByArea,"dfrtp_1 (23%), edfxtp_1 (17%), dfxtp_1 (7.5%), dfrtn_1 (5.0%), xor2_1 (3.3%)",
sta,unclocked_pins,81,
sta,hold_viol,0,
synth,ys_sh_simple,15.3,%
floorplan,core_area,0.00876,mm²
clock_tree,post_cts_buffers,0,
clock_tree,post_cts_resized,0,
layout,drive_above_1_share,6.21,%
layout,comb_area,0.00195,mm²
global_route,grt_pass1_vias,2995,
floorplan,die_y,97.3,µm
clock_tree,root_buffer,"clkbuf_8",
synth,ys_top_logic_family,"simple AND/OR/NAND/NOR gates",
sta,finalClockPeriodUsage,91.2,%
sta,rsz0062_at_grt,"false",
global_route,groute.layer.met2.usage,30.9,%
global_route,antenna_found_initial,0,
place,placed_cells,539,
floorplan,ios,37,
global_route,overflow,0,
route,n_antenna_cell,0,
critical_path,cp.arrival,1.68,ns
critical_path,cp.required,1.83,ns
critical_path,rr_startpoint,"cnt[0]",
critical_path,cpPeakStageDelay,0.49,ns
layout,final_common_cell,"dfrtp_1",
pwr,powerDensity,171,mW/mm²
critical_path,r2r-end,"cnt[1]",
critical_path,reg2regPathDepth,5,
synth,ys.flops,94,
pwr,ir_drop,291,µV
synth,synth_warnings,1,
global_route,use_met1,32.3,%
global_route,grt_first_pass_wirelength,14.4,mm
critical_path,startpoint,"cnt[0]",
synth,compound_area_share,12.9,%
clock_tree,cts_tree,"built",
synth,mux_share,5.43,%
clock_tree,cts_hold_repair.buffers,0,
synth,ys_sh_xor,5.79,%
global_route,grt_most_used_layer,"met1",
synth,avgSynthCellArea,10.9,µm²
synth,largest_area_cell,"dfrtp_1",
sta,finalSetupTns,0,ns
[kinds of logic after synthesis]
kind of cell / after synthesis
adder cells (fa/ha/maj): 12
XOR/XNOR: 30
AND-OR/OR-AND: 84
multiplexers: 15
other: 1
flip-flops: 94
AND/OR/NAND/NOR: 136
buffers and inverters: 43
[registers in the layout, indices dropped and copies added (netlist names), 3 cells and up]
| register | flops |
|---|---|
| data_buff | 35 |
| tmp | 3 |
| d_s | 7 |
| state | 3 |
| cnt | 8 |
| p | 5 |
| new_state | 3 |
| i | 16 |
| index | 8 |
[per-stage QoR]
| step | hold WS (ns) | worst slack (ns) | cell area [µm²] |
|---|---|---|---|
| floorplan | 0.412 | 0.00131 | 4550 |
| global placement | 0.427 | 0.163 | 4950 |
| detailed placement | 0.434 | 0.143 | 4950 |
| CTS | 0.441 | 0.138 | 5000 |
| global route | 0.463 | 0.0919 | 5000 |
| finish | 0.436 | 0.149 | 5000 |
[synthesized netlist by cell type, drive strengths merged (3+ instances only)]
cell,count
a21boi,3
a21oi,28
a221oi,4
a22oi,3
a31oi,9
and3,6
buf,16
clkbuf,10
dfrtn,9
dfrtp,42
dfxtp,17
edfxtp,25
ha,11
inv,15
mux2i,7
mux4,6
nand2,28
nand2b,3
nand3,24
nand4,10
nor2,35
nor2b,8
nor3,7
o21ai,11
o22ai,5
xnor2,13
xor2,17
[cell type report]
class	instances	area share, %
Clock buffer	4	0.901
Inverter	17	1.35
Multi-Input combinational cell	278	39.0
Tap cell	108	2.70
Timing Repair Buffer	42	8.11
Sequential cell	94	47.9
[per-layer routing]
| metal | routed length, µm | part of all wire [%] | up-vias |
|---|---|---|---|
| li1 | - | - | 1534 |
| met3 | 213 | 2.6 | 7 |
| met1 | 3970 | 48 | 1528 |
| met2 | 3980 | 48 | 49 |
| met5 | 0 | 0 | - |
| met4 | 66 | 0.80 | 0 |
[critical path, delay by kind of cell, from the launching register on]
family / cells / cell delay, ns
adders and majority gates: 1 / 0.17
buffers and inverters: 1 / 0.19
DFF: 1 / 0.34
and+or+nand+nor: 3 / 0.74
[where the power goes]
| group | switching (W) | internal [W] |
|---|---|---|
| registers | 0.0000195 | 0.000387 |
| clock network | 0.000101 | 0.000165 |
| logic | 0.0000851 | 0.0000988 |
[worst min-delay path by stage]
| stage | startpoint | endpoint | slack [ns] |
|---|---|---|---|
| CTS | cnt[0] | cnt[0] | 0.44 |
| global route | cnt[0] | cnt[0] | 0.46 |
| finish | cnt[0] | cnt[0] | 0.44 |
Power is estimated from default activity; no workload was simulated.
