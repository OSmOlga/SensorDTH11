==> /design/flow/design.v <==
`timescale 1ns / 1ps
module BCD_SV( clk, rst, bin, bout);
input logic [7:0] bin;
input logic clk;
input logic rst;
output logic [7:0] bout;
logic [7:0] cnt;
logic [7:0] bcd_in;
logic [7:0] bcd_out;
logic [4:0] i;
enum logic [1:0]
{
    Init = 2'b00,
    Shift = 2'b01,
    Add = 2'b10,
    Done = 2'b11
}
state, new_state;
always_comb
begin
case (state)
Init: 
        new_state = Shift;
Shift: 
    if (i == 5'd7)
        new_state = Done;
    else 
        new_state = Add;
Add: 
        new_state = Shift;
Done: 
        new_state = Init;
endcase
end
always_ff @(posedge clk)
begin
case (state)
Init: 
    begin
        bcd_in <= bin;
        bcd_out <= 1'b0;
        i <= 5'd0;
    end
Shift:
    begin 
        bcd_out <= {bcd_out, bcd_in[7]};
        bcd_in <= {bcd_in[6:0], 1'b0};
        i <= i + 4'd1;
    end
Add:
    begin
    if (bcd_out[3:0] > 3'b100)
        bcd_out[3:0] <= bcd_out[3:0] + 2'b11;
    if (bcd_out[7:4] > 3'b100)
        bcd_out[7:4] <= bcd_out[7:4] + 2'b11;
    end 
Done: 
   bout <= bcd_out;
endcase
end
always_ff @(posedge clk)
if (rst)
    state <= Init;
else
    state <= new_state;
endmodule
==> /design/flow/run.sh <==
#!/bin/bash
# OpenROAD 26Q1-2900-gdf79404cd8, Yosys 0.63+post, stock flow scripts
make -C /OpenROAD-flow-scripts/flow DESIGN_CONFIG=/design/flow/config.mk WORK_HOME=/design/flow/orfs finish
==> /design/flow/config.mk <==
export PLATFORM = sky130hd
export DESIGN_NAME = BCD_SV
export DESIGN_NICKNAME = BCD_SV
export VERILOG_FILES = /design/flow/design.v
export SDC_FILE = /design/flow/constraint.sdc
export NUM_CORES = 4
export LEC_CHECK = 1
export CORE_UTILIZATION = 30
==> /design/flow/constraint.sdc <==
current_design BCD_SV

set clk_period 2.2
set clk_io_pct 0.2

create_clock -name clk0 -period $clk_period [get_ports {clk}]

set non_clock_inputs [all_inputs -no_clocks]
set_input_delay [expr $clk_period * $clk_io_pct] -clock clk0 $non_clock_inputs
set_output_delay [expr $clk_period * $clk_io_pct] -clock clk0 [all_outputs]
==> results.py <==
# Auto-generated metrics
metrics = {
    "outcome": {
        "status": "completed",
    },
    "finish": {
        "drive_above_1_share_pct": 17.3,
        "ff_latch_area_um2": 951,
        "fillers": 416,
        "logic_area_um2": 460,
        "post-route-util_pct": 39.1,
        "area_growth_syn_to_layout_pct": 21.1,
    },
    "clock_tree": {
        "cts_tree": "built",
        "clk_latency_ns": 0.27,
        "clockRootBuffer": "clkbuf_8",
        "clkTransAtPathRegs_ns": 0.06,
        "ctsHtreeMaxLevel": 2,
        "cts_resized": 0,
        "clockBufferDepth": 2,
        "cts_setup_buffers": 0,
        "cts_made_buffers": 5,
        "hold_buffers": 0,
        "cts_sinks": 33,
    },
    "final_timing": {
        "period_used_pct": 67.6,
        "setup_tns_ns": 0,
        "tightest_slew_ns": 0.579,
        "max_freq_mhz": 672,
        "final_hold_viol_count": 0,
        "setup_viol_count_final": 0,
        "report.final.slew_viol_count": 0,
        "min_period_ns": 1.49,
        "skew_ns": 0.00244,
        "hold_ws_ns": 0.498,
        "relSlewSlack_pct": 61.4,
        "rsz0062_at_grt": "false",
    },
    "logic_synthesis": {
        "top_area_cell": "edfxtp_1",
        "syn_area_um2": 1450,
        "synth_seq_share_pct": 65.4,
        "ys_chip_area_um2": 1450,
        "ys.flops": 33,
        "synthCells": 103,
        "synth.avg_cell_area_um2": 14.1,
        "ys_cells": 103,
        "yosysWarningCount": 1,
        "top_cell_area_share_pct": 59.9,
        "synth_cell_types": 28,
        "top_cells_by_area": "edfxtp_1 (60%), mux2_4 (6.2%), dfxtp_1 (5.5%), ha_1 (4.3%), o21ai_1 (2.1%)",
    },
    "floorplan": {
        "die-height_um": 71.6,
        "die_w_um": 71.6,
        "placementRows": 24,
        "ios": 18,
        "floorplan.core_util_pct": 32.3,
        "chipArea_um2": 5130,
        "core_area_um2": 4500,
    },
    "grt": {
        "grt_pass1_wl_um": 3700,
        "antenna_found_initial": 0,
        "grt_max_degree": 14,
        "gr-total-overflow": 0,
        "track_usage_pct": 9.55,
        "grt_pass1_vias": 843,
    },
    "critical_path": {
        "path_cells": "clkdlybuf4s50_1",
        "slowest_delay_ns": 0.46,
        "path_class": "reg2out",
        "arrival_ns": 1.05,
        "cp_slowest_cell": "clkdlybuf4s50_1",
        "cp_max_fo": 1,
        "crit_family": "buffers and inverters",
        "cp-start-kind": "flip-flop",
        "crit_buf_inv": 1,
        "end_kind": "primary output",
        "crit_required_ns": 1.76,
    },
    "job": {
        "warnings": 27,
        "max_cap_viol_count": 0,
    },
    "pwr": {
        "power_density_nw_per_um2": 773,
        "ir_drop_uv": 411,
        "leakage_nw": 0.669,
    },
    "route": {
        "drcViolationCount": 0,
        "drtIter0Drc": 47,
        "vias_per_cell": 4.58,
        "post_drt_wl_per_cell_um": 11.7,
        "wirelength_um": 2100,
        "antenna_left": 0,
        "num_antenna_cells": 0,
        "firstDrtPassIters": 4,
        "vias": 819,
    },
    "worst_hold_path": {
        "hold_class": "reg2reg",
    },
    "placed_design": {
        "port_buffers": 17,
        "gp_congestion": 0.822,
        "dp_hpwl_um": 1430,
    },
}
[layout make-up]
type                    count  share of cell area [%]
flip-flops and latches     33                    54.0
multi-input cells          61                    26.2
repair buffers             18                    10.1
clock buffers               8                    4.55
well taps                  52                    3.70
inverters                   7                    1.49
[cell families after synthesis]
| logic type | synth area share (%) |
|---|---|
| buf+inv | 2.93 |
| fa+ha+maj | 4.30 |
| mux | 6.97 |
| flops | 65.4 |
| compound gates | 6.54 |
| simple gates | 10.8 |
| xor+xnor | 3.01 |
[placed cells by master, fill, tap and decap left out]
cell type         n
edfxtp_1         29
clkdlybuf4s50_1  17
nor2_1            7
nand2_1           7
inv_1             6
mux2_4            6
o21ai_1           6
ha_1              5
clkbuf_8          5
and2_1            4
dfxtp_1           4
xor2_1            3
clkbuf_1          3
o21ai_0           2
nand2b_2          2
o21bai_2          2
a32o_2            2
a21oi_1           2
nor2b_1           2
nand3_1           2
xnor2_1           2
inv_2             1
nor3_1            1
nand2b_1          1
nor4_1            1
or2_2             1
or2_1             1
nor3_2            1
mux2_2            1
buf_4             1
[layer usage]
layer / wire [um] / up-vias / part of all wire (%) / GRT usage, %
met5: 0 / - / 0 / 0
met4: 8 / 0 / 0.38 / 2.61
met3: 114 / 2 / 5.4 / 3.14
met2: 941 / 22 / 45 / 14.2
met1: 1040 / 385 / 49 / 14.2
li1: - / 410 / - / -
[through the flow]
stage | instance area, um^2 | worst slack (ns) | power, mW | instances
finish | 1760 | 0.712 | 1.36 | 179
global route | 1760 | 0.631 | 1.44 | 179
CTS | 1760 | 0.693 | 1.38 | 179
detailed placement | 1680 | 0.776 | 0.957 | 171
global placement | 1680 | 0.783 | 0.951 | 171
floorplan | 1450 | 0.925 | 0.908 | 103
[final timing paths]
path,startpoint,endpoint,slack (ns),depth (start not counted)
min,bcd_out[7]$_DFFE_PP_,bout[7]$_DFFE_PP_,0.50,0
max reg2reg,state[2]$_DFF_P_,bcd_in[0]$_SDFFCE_PP0P_,0.76,1
max,bout[1]$_DFFE_PP_,bout[1],0.71,1
min reg2reg,bcd_out[7]$_DFFE_PP_,bout[7]$_DFFE_PP_,0.50,0
[power by group]
group / total, mW / switching, mW / leakage (nW) / internal [mW]
logic: 0.145 / 0.0657 / 0.305 / 0.0796
registers: 0.800 / 0.0486 / 0.325 / 0.751
clock network: 0.415 / 0.191 / 0.0395 / 0.224
[synthesized netlist by cell type]
cell type and n:
nor4_1 1, o21ai_1 6, mux2_4 6, a32o_2 2
buf_6 1, nand2b_1 1, a21oi_1 2, inv_1 6
o21bai_2 2, nor2b_1 2, nor3_2 1, and2_1 4
mux2_2 1, nand2b_2 2, edfxtp_1 29, inv_2 1
nor2_1 7, nand2_1 7, nor3_1 1, ha_1 5
xor2_1 3, o21ai_0 2, buf_2 1, or2_1 1
or2_2 1, xnor2_1 2, dfxtp_1 4, nand3_1 2
[sequential cells by signal (all words and copies together) (netlist names)]
name / cells
bout: 8
i: 5
bcd_in: 8
state: 4
bcd_out: 8
Power figures rest on the tool's default switching activity, not on a simulated workload.
